--- flow/design.v ---
module fifo #(
    parameter DATA_WIDTH   = 4,
              LENGTH       = 2  
)(
    input  logic                  clk_i,
    input  logic                  rstn_i,
    input  logic [DATA_WIDTH-1:0] data_i,
    input  logic                  push_i,
    output logic                  full_o,
    output logic [DATA_WIDTH-1:0] data_o,
    input  logic                  pop_i,
    output logic                  empty_o
);
localparam FIFO_LENGTH = $clog2(LENGTH);
    logic             [FIFO_LENGTH:0]  read_pointer_n, read_pointer_q, write_pointer_n, write_pointer_q;
    logic [LENGTH-1:0][DATA_WIDTH-1:0] mem_q;
    assign empty_o = write_pointer_q == read_pointer_q;
    assign full_o  = {!write_pointer_q[FIFO_LENGTH],write_pointer_q[FIFO_LENGTH-1:0]} == {read_pointer_q[FIFO_LENGTH],read_pointer_q[FIFO_LENGTH-1:0]};
    always_comb begin
        read_pointer_n  = read_pointer_q;
        write_pointer_n = write_pointer_q;
        data_o          = ( empty_o ) ? '0 : mem_q[read_pointer_q[FIFO_LENGTH-1:0]];
        if (push_i && ~full_o) write_pointer_n = write_pointer_q + 1;
        if (pop_i && ~empty_o) read_pointer_n = read_pointer_q + 1;
    end
    always_ff @(posedge clk_i or negedge rstn_i) begin
        if(~rstn_i) begin
            read_pointer_q  <= '0;
            write_pointer_q <= '0;
        end
        else begin
            read_pointer_q  <= read_pointer_n;
            write_pointer_q <= write_pointer_n;
        end
    end
    always_ff @(posedge clk_i or negedge rstn_i) begin
        if(~rstn_i) begin
            mem_q <= '0;
        end else if ( push_i && ~full_o ) begin
            mem_q[write_pointer_q[FIFO_LENGTH-1:0]] <= data_i;
        end
    end
endmodule
module vc_vr_converter #(
  parameter DATA_WIDTH = 8,
            CREDIT_NUM = 2
)(
  input  logic                  clk,
  input  logic                  rst_n,
  input  logic [DATA_WIDTH-1:0] s_data_i,
  input  logic                  s_valid_i,
  output logic                  s_credit_o,
  output logic [DATA_WIDTH-1:0] m_data_o,
  output logic                  m_valid_o,
  input  logic                  m_ready_i
);
  localparam CNT_WIDTH = $clog2(CREDIT_NUM);
  logic [CNT_WIDTH:0] credit_cnt;
  logic [CNT_WIDTH:0] credit_cnt_next;
  logic               full;
  logic               empty;
  assign credit_cnt_next = credit_cnt + 1'b1;
  assign s_credit_o      = (credit_cnt <= CREDIT_NUM) && (credit_cnt != '0) || m_ready_i && m_valid_o;
  assign m_valid_o       = !empty;
  always_ff @(posedge clk or negedge rst_n) begin
    if      (!rst_n)                     credit_cnt <= '0;
    else if ( credit_cnt <= CREDIT_NUM ) credit_cnt <= credit_cnt_next;
  end
  fifo #(  
  .DATA_WIDTH(DATA_WIDTH),
  .LENGTH    (CREDIT_NUM)
  ) dut(
    .clk_i   ( clk                    ),
    .rstn_i  ( rst_n                  ),
    .full_o  ( full                   ),
    .empty_o ( empty                  ),
    .data_i  ( s_data_i               ),
    .push_i  ( s_valid_i              ),
    .data_o  ( m_data_o               ),
    .pop_i   ( m_ready_i && m_valid_o )
  );
endmodule
--- flow/run.sh ---
#!/bin/bash
# OpenROAD 26Q1-2900-gdf79404cd8, Yosys 0.63+post, stock flow scripts
make -C /OpenROAD-flow-scripts/flow DESIGN_CONFIG=/design/flow/config.mk WORK_HOME=/design/flow/orfs finish
--- flow/config.mk ---
export PLATFORM = sky130hd
export DESIGN_NAME = vc_vr_converter
export DESIGN_NICKNAME = vc_vr_converter
export VERILOG_FILES = /design/flow/design.v
export SDC_FILE = /design/flow/constraint.sdc
export NUM_CORES = 4
export LEC_CHECK = 1
export CORE_AREA = 10 10 87 87
export DIE_AREA = 0 0 97 97
--- flow/constraint.sdc ---
current_design vc_vr_converter

set clk_period 2.8
set clk_io_pct 0.2

create_clock -name clk0 -period $clk_period [get_ports {clk}]

set non_clock_inputs [all_inputs -no_clocks]
set_input_delay [expr $clk_period * $clk_io_pct] -clock clk0 $non_clock_inputs
set_output_delay [expr $clk_period * $clk_io_pct] -clock clk0 [all_outputs]
==> results.json <==
{
  "fp_util": 0.189,
  "switching_share": 0.322,
  "insertion_delay_ns": 0.26,
  "initialDrtViolationCount": 11,
  "ys_types": 22,
  "numCtsBuffers": 3,
  "max_stage_delay_ns": 0.45,
  "insertedDiodeCount": 0,
  "crit_family": "buffers and inverters",
  "fin_total_pwr_mw": 1.68,
  "most_common_cell": "dfrtp_1",
  "powerDensity_nw_per_um2": 1180,
  "critical_path_class": "reg2out",
  "crit_end": "s_credit_o",
  "io-pin-count": 22,
  "viasPerCell": 3.85,
  "fin_skew_ns": 0.00289,
  "placed_cells": 178,
  "synth-seq-area-share": 0.515,
  "yosysCellCount": 86,
  "finalMaxSlewViolations": 0,
  "timing.final.ws_setup_ns": 0.238,
  "area_growth_syn_to_layout_pct": 33.0,
  "min_path_type": "reg2reg",
  "rows": 27,
  "die_h_um": 97,
  "tns_ns": 0,
  "intPower_mw": 1.14,
  "setup_viol": 0,
  "numSynthFlops": 22,
  "clockBufferDepth": 2,
  "yosys_area_um2": 1070,
  "clock.fmax_ghz": 0.390,
  "post-place-ws_ns": 0.514,
  "grtUsageTotal": 0.0476,
  "rrSetupSlack_ns": 1.19,
  "fillers": 601,
  "path_max_fanout": 9,
  "cts_tree": "yes",
  "top_cell_area_share": 0.515,
  "async_reset_ff_frac": 1.00,
  "clock_sinks": 22,
  "cp_cell_sequence": "xnor2_2 -> and2_2 -> inv_1 -> a21o_1 -> clkdlybuf4s50_1",
  "p_leak_nw": 0.600,
  "tool_warnings": 25,
  "route.detailed.drc": 0,
  "final_area_um2": 1420,
  "slew-limit-headroom": 0.656,
  "antenna_found_initial": 0,
  "grt_use_met1": 0.0676,
  "power_switching_mw": 0.542,
  "wirelength_um": 2250,
  "path_clk_slew_ns": 0.08,
  "wl_per_cell_um": 12.4,
  "worst_pin_slew_ns": 0.515,
  "routabilityCongestion": 0.784,
  "fp.coreArea_um2": 5640,
  "die_x_um": 97,
  "ff2ff_path_depth": 3,
  "ys.flop_type": "dfrtp_1",
  "root_buffer": "clkbuf_8",
  "cts_hold_buf": 0,
  "power_frac_seq": 0.336,
  "fin_cells": 182,
  "syn_area_per_cell_um2": 12.4,
  "synth-edff-count": 0,
  "crit_start": "dut.write_pointer_q[1]",
  "grt_max_degree": 23,
  "crit_arrival_ns": 2.00,
  "busiest_layer": "met2",
  "slowest_stage": "dfrtp_1",
  "finalHoldViolations": 0,
  "netlist_top_cells_area": "dfrtp_1 (52%), mux2_2 (18%), mux2i_1 (7.5%)",
  "fin_crit_ns": 2.56,
  "power_frac_clock": 0.134,
  "cts_resized": 0,
  "postRouteAntennaNets": 0,
  "gr-usage-met2": 0.0680,
  "grt_first_pass_wirelength_um": 3740,
  "place_area_um2": 1370,
  "drive_above_1_share": 0.264,
  "vias": 700,
  "grt-ovfl-total": 0,
  "grt_pass1_vias": 703,
  "status": "complete, no violations",
  "htreeDepth": 1,
  "startpoint_type": "register",
  "worstHoldPathCells": 1,
  "ir_worst_vdd_uv": 492,
  "worstSetupEndpointType": "primary output",
  "rsz0062_at_grt": "no",
  "finalCritPeriodShare": 0.915,
  "syn_area_um2": 1070,
  "grt_util_met3": 0.0222,
  "netlist_top_cells_count": "dfrtp_1 (22), mux2_2 (17), nor2_1 (13)",
  "drt-pass1-iter-count": 2,
  "syn_inst": 86,
  "r2r-start": "dut.write_pointer_q[1]",
  "drv_cap": 0,
  "p_comb_frac": 0.530,
  "crit_cells": 5,
  "crit_required_ns": 2.24,
  "top_area_cell": "dfrtp_1",
  "post_cts_buffers": 0,
  "port-buffer-count": 21,
  "yosys_warnings": 2,
  "crit_buf_inv": 2,
  "die-area_um2": 9410
}
==> worst min path at each step <==
stage                          from            end  slack [ns]
after CTS             credit_cnt[0]  credit_cnt[0]        0.49
after global routing       register       register        0.52
final                 credit_cnt[0]  credit_cnt[0]        0.49
==> power by group through the flow <==
| stage | clock (mW) | sequential (mW) | combinational (mW) |
|---|---|---|---|
| 4_1_cts | 0.235 | 0.566 | 0.927 |
| 5_1_grt | 0.253 | 0.589 | 1.01 |
| 6_report | 0.225 | 0.566 | 0.892 |
==> logic make-up (layout without fill, tap and decap cells) <==
group | Yosys count | after routing | synth area share
mux | 25 | 25 | 0.254
flops | 22 | 22 | 0.515
simple gates | 20 | 20 | 0.0820
compound gates | 9 | 9 | 0.0738
buf+inv | 5 | 29 | 0.0234
xor+xnor | 4 | 4 | 0.0398
fa+ha+maj | 1 | 1 | 0.0117
==> per-layer routing <==
| layer | vias to the layer above | wire length [um] |
|---|---|---|
| li1 | 349 | - |
| met1 | 336 | 1080 |
| met2 | 15 | 999 |
| met3 | 0 | 167 |
| met4 | 0 | 0 |
| met5 | - | 0 |
==> area by class of cell <==
| type | instances | area, um2 | area share |
|---|---|---|---|
| clock buffers | 4 | 55.1 | 0.0387 |
| multi-input cells | 59 | 493 | 0.347 |
| repair buffers | 23 | 225 | 0.158 |
| flip-flops and latches | 22 | 551 | 0.387 |
| well taps | 72 | 90.1 | 0.0634 |
| inverters | 2 | 7.51 | 0.00528 |
==> cells in the final DEF, fill, tap and decap left out, types with 2 or more instances in the layout <==
master and count:
mux2i_1 8, nand2_1 4, inv_1 2, mux2_2 17, buf_4 2, xnor2_1 2, clkbuf_8 4, nor2_1 13
o21ai_0 3, clkdlybuf4s50_1 21, dfrtp_1 22
==> through the flow <==
step,hold slack (ns),util
finish,0.488,0.252
floorplan,0.264,-
global placement,0.474,0.242
CTS,0.488,0.252
detailed placement,0.475,0.242
global route,0.524,0.252
Power figures rest on the tool's default switching activity, not on a simulated workload.
